--- flow/config.mk ---
export PLATFORM = sky130hd
export DESIGN_NAME = pc
export DESIGN_NICKNAME = pc
export VERILOG_FILES = /design/flow/design.v
export SDC_FILE = /design/flow/constraint.sdc
export NUM_CORES = 4
export LEC_CHECK = 1
export CORE_UTILIZATION = 30
--- flow/constraint.sdc ---
current_design pc

set clk_period 1.0
set clk_io_pct 0.2

create_clock -name clk0 -period $clk_period [get_ports {clk}]

set non_clock_inputs [all_inputs -no_clocks]
set_input_delay [expr $clk_period * $clk_io_pct] -clock clk0 $non_clock_inputs
set_output_delay [expr $clk_period * $clk_io_pct] -clock clk0 [all_outputs]
--- flow/design.v ---
module pc(input clk,
    input reset,
    input write,
    input [63:0]newpc,
    output reg[63:0] oldpc);
    parameter delay_t=5;
always@(posedge clk)
    begin
        if(reset)
            #delay_t
            begin
                oldpc <= 0;
            end
        else if(write)
            #delay_t
            begin
                oldpc = newpc;
            end  
     end           
    endmodule
--- flow/run.sh ---
#!/bin/bash
# OpenROAD 26Q1-2900-gdf79404cd8, Yosys 0.63+post, stock flow scripts
make -C /OpenROAD-flow-scripts/flow DESIGN_CONFIG=/design/flow/config.mk WORK_HOME=/design/flow/orfs finish
==> results.json <==
{
  "fin_tns_setup_ns": 0,
  "startpoint_type": "register",
  "synth_async_sr_flop_share": 0,
  "dr.first_iter.drc_count": 29,
  "area_leaders": "dfxtp_1 (56%), mux2i_1 (28%), nor2_1 (10%)",
  "p_leak_uw": 0.00177,
  "synth-main-ff-cell": "dfxtp_1",
  "ctsHoldBuffers": 0,
  "synth_cell_types": 7,
  "min_period_over_period": 0.965,
  "cts_inserted_buffers": 9,
  "grt_pass1_wl_um": 7960,
  "first_pass_iters": 4,
  "grt_pass1_vias": 1665,
  "cp_top_family": "flip-flops",
  "io_pins": 131,
  "crit_type": "register to primary output",
  "cts_sinks": 64,
  "yosysTopAreaCellShare": 0.559,
  "timing.fmax_mhz": 1040,
  "core_area_mm2": 0.00733,
  "drive_above_1_share": 0.433,
  "worstPathCellList": "buf_2",
  "clock_latency_ns": 0.33,
  "top_register": "oldpc",
  "portBuffers": 130,
  "ant_nets": 0,
  "min_path_type": "input port to register",
  "die-area_mm2": 0.00799,
  "period_needed_ns": 0.965,
  "synth_area_per_cell_um2": 11.1,
  "status": "finished clean",
  "edf_count": 0,
  "largest_register_ffs": 64,
  "rows": 31,
  "antenna_found_initial": 0,
  "yosysWarnings": 1,
  "hold_viol": 0,
  "arrival_ns": 0.76,
  "max_stage_delay_ns": 0.32,
  "syn-cell-area_mm2": 0.00229,
  "num_vias": 1843,
  "p_per_area_mw_per_mm2": 1520,
  "grt_start_max_net_pins": 34,
  "drc_errors": 0,
  "cts_root_buffer": "clkbuf_8",
  "rsz0062_at_grt": "false",
  "cts_buffer_depth": 2,
  "grt_use_total": 0.131,
  "cp.buffers_inverters": 1,
  "hold-worst-slack_ns": 0.293,
  "areaGrowthSynthToFinish_pct": 58.0,
  "hpwlAfterDp_um": 3540,
  "top_regs": "oldpc (64)",
  "fp_util": 0.313,
  "tightest_slew_ns": 0.144,
  "clk_pin_slew_ns": 0.07,
  "skew_ns": 0,
  "htreeDepth": 3,
  "slew_headroom": 0.901,
  "path_max_fanout": 2,
  "gp_congestion": 0.698,
  "netlist.top_cell.by_area": "dfxtp_1",
  "cpMaxStageDelayCell": "dfxtp_2",
  "crit_required_ns": 0.80,
  "cts_tree": "yes",
  "routed_wl_um": 5300,
  "num_antenna_cells": 0,
  "peakVddDrop_v": 0.000649,
  "yosys_cells": 206,
  "ys_top_cells_by_count": "dfxtp_1 (64), mux2i_1 (64), nor2_1 (64), buf_1 (6), buf_8 (6)",
  "fp.dieW_um": 89.4,
  "warnings": 25,
  "wl_per_cell_um": 12.0,
  "drv_slew": 0,
  "ys_chip_area_mm2": 0.00229,
  "maxCapViolations": 0,
  "ys.flops": 64,
  "overflow": 0,
  "syn-instance-count": 206,
  "critPathCaptureType": "primary output",
  "setup_viol": 0,
  "die_height_um": 89.4,
  "synth_seq_share": 0.559,
  "via_per_inst": 4.18
}
-- power by group --
group	switching, µW	internal (µW)	leakage [µW]
registers	63.3	2730	0.000551
logic	246	503	0.00113
clock network	892	1080	0.0000886
total	1200	4310	0.00177
-- stage by stage --
step | utilization | area, µm² | power (µW) | std cells | setup WS [ns]
after floorplan | - | 2290 | 3120 | 206 | 0.146
after global placement | 0.502 | 3680 | 3720 | 426 | 0.00181
after detailed placement | 0.502 | 3680 | 3720 | 426 | 0.00433
after CTS | 0.494 | 3620 | 5620 | 441 | 0.0169
after global routing | 0.494 | 3620 | 5800 | 441 | 0.000000833
final | 0.494 | 3620 | 5510 | 441 | 0.0351
-- routing by layer --
layer  share of wire  GRT usage  vias up
li1                -          -      938
met1            0.46      0.193      820
met2            0.42      0.196       76
met3           0.097     0.0431        9
met4           0.014     0.0216        0
met5               0          0        -
-- final timing paths --
check	depth (start not counted)	slack [ns]	start	endpoint
setup / recovery	1	0.04	oldpc[52]	oldpc[52]
hold / removal	3	0.29	reset	oldpc[7]
setup reg to reg	3	0.30	oldpc[0]	oldpc[0]
hold reg to reg	2	0.48	oldpc[13]	oldpc[13]
-- timing repair --
action / 4_1_cts / 5_1_grt
gates resized: 256 / 0
endpoints found under the setup margin: 64 / 0
setup buffers: 1 / 0
-- cell usage in the layout (no fill, tap or decap) --
| cell | synthesis | routed |
|---|---|---|
| buf_2 | 0 | 65 |
| mux2i_1 | 64 | 64 |
| nor2_1 | 64 | 64 |
| clkdlybuf4s50_1 | 0 | 64 |
| dfxtp_2 | 0 | 64 |
| clkbuf_8 | 0 | 12 |
| buf_12 | 0 | 5 |
| clkbuf_1 | 0 | 2 |
| buf_4 | 0 | 2 |
-- final cells by class --
class                   instances  area, µm²
fillers                       697       3710
flip-flops and latches         64       1360
repair buffers                136       1080
multi-input cells             128        881
clock buffers                  14        173
well taps                      99        124
-- cells by family after synthesis --
group	count (synthesis)	share of synthesized area
mux	64	0.280
flops	64	0.559
simple gates	64	0.105
buf+inv	14	0.0563
No activity file was given, so power comes from the tool's default toggle rates.
