--- design.v ---
module ALU(input [63:0]A,
input [63:0]B,
input [3:0]op,
output reg z,
output reg [63:0]Y);  
  always@(A,B,op)
    begin
      case(op)
      		  4'b0000:
				Y = A&B;
		  4'b0001:
				Y = A|B;
		  4'b0010:
				Y = A+B;
		  4'b0110:
				Y = A-B;
	       	  4'b1100:
				Y = ~(A | B);
          	  4'b0111:
				Y =B;  
	endcase
      if(Y==64'b0)    
        begin
          z <= 1;
        end
      else
        begin
          z <= 0;
        end
    end
   endmodule
--- run.sh ---
#!/bin/bash
# OpenROAD 26Q1-2900-gdf79404cd8, Yosys 0.63+post, stock flow scripts
make -C /OpenROAD-flow-scripts/flow DESIGN_CONFIG=/design/flow/config.mk WORK_HOME=/design/flow/orfs finish
--- config.mk ---
export PLATFORM = sky130hd
export DESIGN_NAME = ALU
export DESIGN_NICKNAME = ALU
export VERILOG_FILES = /design/flow/design.v
export SDC_FILE = /design/flow/constraint.sdc
export NUM_CORES = 4
export LEC_CHECK = 1
export CORE_UTILIZATION = 30
--- constraint.sdc ---
current_design ALU

set clk_period 34.6
set clk_io_pct 0.2

create_clock -name clk0 -period $clk_period

set non_clock_inputs [all_inputs -no_clocks]
set_input_delay [expr $clk_period * $clk_io_pct] -clock clk0 $non_clock_inputs
set_output_delay [expr $clk_period * $clk_io_pct] -clock clk0 [all_outputs]
==> impl_metrics.yaml <==
# yosys + openroad results
outcome:
  outcome: "complete, no violations"
synth:
  synthCells: 1607
  synth-async-reset-ratio: 0
  synth-edff-count: 0
  ys.flops: 64
  yosys_cells: 1607
  syn_area_um2: 10300
  synth_top_flop_cell: "dlxtn_1"
  synth_cell_type_count: 91
  syn_area_per_cell_um2: 6.38
  ys_chip_area_um2: 10300
  ys_warn_count: 1
sta:
  min_period_ps: 22380
  final_hold_viol_count: 0
  rsz0062_at_grt: "no"
  slew_viol_final: 0
  max_freq_mhz: 44.7
  finalCritPeriodShare: 0.647
  setup_violations: 0
  maxSlewHeadroom: 0.161
  worst_pin_slew_ps: 1240
  finalSetupTns_ps: 0
  untimed_endpoints: 128
  unclocked_regs: 64
place:
  dp_hpwl_mm: 41.4
  placed_cells: 2151
  place.gp.congestion: 1.02
  dpl_cell_area_um2: 12500
  portBuffers: 197
routing:
  n_antenna_cell: 0
  routed_wl_mm: 51.7
  vias: 13004
  wl_per_cell_um: 24.0
  viasPerCell: 6.05
  drc: 0
  first_pass_iters: 7
  drtIter0Drc: 1436
  drtAntennaViolNets: 0
global_route:
  grt-ovfl-total: 0
  grt_pass1_wl_mm: 77.1
  track_usage: 0.293
  grt_max_degree: 49
  grt_pass1_vias: 11688
  antenna_found_initial: 3
worst_setup_path:
  required_ps: 27680
  cp-start-kind: "input port"
  path_max_fanout: 9
  crit_arrival_ps: 15460
  path_class: "in -> out"
  crit_path_end_kind: "primary output"
cells_and_area:
  syn_to_final_growth_pct: 21.6
  largest_reg_flops: 64
  layout-drive-gt1-share: 0.0417
  stdcell_area_um2: 12500
  layoutNonFillerInstCount: 2151
worst_hold_path:
  hold_path.class: "in -> out"
clock_tree:
  cts.repair.resized: 0
  postCtsHoldBufs: 0
  postCtsSetupBuffers: 0
die:
  fp_util: 0.305
  std_cell_rows: 67
  io_pins: 197
  fp.dieH_um: 187
  dieArea_um2: 34900
  core_area_um2: 33600
  die_w_um: 187
flow_run:
  maxCapViolations: 0
  warnings: 34
power:
  powerDensity_nw_per_um2: 18.4
  irDropWorstVdd_uv: 8.79
  p_leak_uw: 0.00463
[critical path, stage by stage]
cell and delay [ps]:
clkdlybuf4s50_1 600, nor4_2 510, nand2_1 130, or4_1 480, or2_2 360, nor3_2 520
a41oi_1 470, a21oi_1 310, xor2_1 220, ha_1 340, a21o_1 200, o21bai_1 210
a21o_1 190, o41ai_1 1080, o21ai_1 420, a221oi_1 460, xor2_1 170, o21ai_0 180
nor4_1 590, nand4_1 300, nor3_2 280, clkdlybuf4s50_1 520
[final cells by class]
type / instances / area (µm²)
Fill cell: 3528 / 21100
Multi-Input combinational cell: 1396 / 8730
Timing Repair Buffer: 220 / 2130
Sequential cell: 64 / 961
Tap cell: 448 / 561
Inverter: 23 / 86.3
[power breakdown]
part           internal [µW]  switching, µW  total [µW]
sequential              12.9           2.11        15.0
combinational           83.1            132         215
clock                      0              0           0
[cell usage in the layout (no fill, tap or decap), drive strengths merged, types with 9 or more instances in the layout]
master	n
inv	23
clkdlybuf4s50	195
o211ai	11
ha	66
a211oi	12
or3	13
and2	11
o31ai	25
o41ai	10
nand2b	19
a21oi	233
nor3	69
nor4	21
dlxtn	64
or2	9
a21o	35
xnor2	55
o2bb2ai	9
a22oi	16
nand2	205
xor2	48
o21a	9
nor2	115
nand4	28
a31oi	15
o21ai	169
o21bai	12
a221oi	29
buf	25
nand3	23
or4	11
[synth_stat cells, types with 10 or more instances]
cell / instances / area, µm²
nand2b_1: 18 / 113
a21o_1: 35 / 263
and2_1: 11 / 68.8
nand2_1: 205 / 769
dlxtn_1: 64 / 961
o31ai_1: 25 / 188
a31oi_1: 15 / 93.8
xnor2_1: 55 / 482
clkbuf_1: 86 / 323
o211ai_1: 11 / 82.6
o21bai_1: 12 / 90.1
buf_2: 19 / 95.1
nor2_1: 113 / 424
o21ai_0: 162 / 811
nor3_1: 64 / 320
o41ai_1: 10 / 87.6
nor4_1: 18 / 113
inv_1: 22 / 82.6
buf_1: 14 / 52.6
a211oi_1: 12 / 90.1
or3_1: 13 / 81.3
a21oi_1: 229 / 1150
xor2_1: 48 / 420
or4_1: 11 / 82.6
ha_1: 66 / 826
a22oi_1: 15 / 113
a221oi_1: 28 / 245
nand3_1: 23 / 115
nand4_1: 28 / 175
[through the flow]
| stage | power [µW] | hold WS, ps | setup slack [ps] | utilization |
|---|---|---|---|---|
| after floorplan | 137 | 14090 | 15540 | - |
| after global placement | 225 | 15200 | 12360 | 0.371 |
| after detailed placement | 223 | 15230 | 12450 | 0.371 |
| after CTS | 225 | 15230 | 12420 | 0.371 |
| after global routing | 248 | 15300 | 11870 | 0.371 |
| final | 230 | 15240 | 12220 | 0.371 |
[path summary, 6_finish.rpt]
kind	start	end	slack, ps	cells after the start
max	B[4]	z	12220	22
min	B[57]	z	15240	6
[per-layer routing]
metal	global-route usage	wire length [µm]	up-vias
li1	-	-	6189
met1	0.455	24300	6111
met2	0.414	21100	656
met3	0.0824	5640	42
met4	0.0299	580	6
met5	0	40	-
[cells by family (layout without fill, tap and decap cells)]
group / after synthesis / count (layout) / synth area share
buffers and inverters: 147 / 243 / 0.0584
XOR/XNOR: 103 / 103 / 0.0879
AND-OR/OR-AND: 656 / 656 / 0.402
multiplexers: 7 / 7 / 0.00707
adder cells (fa/ha/maj): 67 / 67 / 0.0824
AND/OR/NAND/NOR: 563 / 563 / 0.269
latches: 64 / 64 / 0.0937
Power and IR drop assume default switching activity.
