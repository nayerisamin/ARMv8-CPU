--- run.sh ---
#!/bin/bash
# OpenROAD 26Q1-2900-gdf79404cd8, Yosys 0.63+post, stock flow scripts
make -C /OpenROAD-flow-scripts/flow DESIGN_CONFIG=/design/flow/config.mk WORK_HOME=/design/flow/orfs finish
--- config.mk ---
export PLATFORM = sky130hd
export DESIGN_NAME = RegBank
export DESIGN_NICKNAME = RegBank
export VERILOG_FILES = /design/flow/design.v
export SDC_FILE = /design/flow/constraint.sdc
export NUM_CORES = 4
export LEC_CHECK = 1
export CORE_UTILIZATION = 40
--- constraint.sdc ---
current_design RegBank

set clk_period 11.1
set clk_io_pct 0.2

create_clock -name clk0 -period $clk_period [get_ports {clk}]

set non_clock_inputs [all_inputs -no_clocks]
set_input_delay [expr $clk_period * $clk_io_pct] -clock clk0 $non_clock_inputs
set_output_delay [expr $clk_period * $clk_io_pct] -clock clk0 [all_outputs]
--- design.v ---
module RegBank(
input [5:0]readReg1, 
input [5:0]readReg2,
input [5:0]writeReg,
input [63:0]writeData,
input regWrite,
input clk,
output [63:0]readData1,
output [63:0]readData2);
parameter delay_t = 5;
reg [63:0] registers [0:31];
assign readData1 = registers[readReg1];
assign readData2 = registers[readReg2];
always @(posedge clk) begin
		#delay_t;
			if(regWrite)
				registers[writeReg] = writeData;
		end 
endmodule
==> impl_metrics.toml <==
# flow metrics
[timing]
fin_crit_ps = 8110
tns_ps = 0
clock.fmax_ghz = 0.123
rsz0062_at_grt = "no"
final_max_slew_viol_count = 0
max_slew.worst_pin.slew_ps = 950
setup_viol = 0
relSlewSlack = 0.364
finalHoldViolCount = 0
finalClockPeriodUsage = 0.731

[die]
initCoreUtil = 0.404
die_y_um = 487
core_mm2 = 0.233
ios = 212
die_width_um = 487
die_area_mm2 = 0.237
rows = 177

[routing]
wl_mm = 282
drt-initial-drc-count = 3186
vias_per_cell = 6.21
antenna_left = 0
dr.pass1.iters = 5
vias = 49413
routedWlPerCell_um = 35.5
drcViolationCount = 0

[worst_setup_path]
cp.required_ps = 8880
worstSetupPathDepth = 8
critPathBufInv = 4
startpoint_type = "input port"
path_delay_family = "buffers and inverters"
end_kind = "primary output"
crit_chain = "buf_8 > buf_4 > buf_12 > mux4_2 > nand2_1 > a32o_1 > a221oi_1 > clkdlybuf4s50_1"
cp_slowest_cell = "buf_4"
endpoint = "readData2[39]"
worst-setup-path-type = "input port to primary output"
arrival_ps = 5890
cp_max_fo = 63
cpPeakStageDelay_ps = 650
crit_path_start = "readReg2[0]"

[global_routing]
grt_start_max_net_pins = 87
grt_usage = 0.267
grt_pass1_vias = 56466
antenna_found_initial = 18
overflow = 0
grt_pass1_wl_mm = 403

[final_layout]
final_area_mm2 = 0.108
comb_area_mm2 = 0.0311
lay_top_count = "edfxtp_1"
mostFrequentLayoutCells = "edfxtp_1, mux4_2, mux2i_1"
drive_gt1_frac = 0.356
fillers = 18870
largest_reg_flops = 2048
finish.utilization = 0.462
final_cells = 7958
area_delta_synth_final_pct = 14.5
seq_area_mm2 = 0.0615

[clock_tree]
cts_tree = "built"
clk_path_buf_depth = 3
cts-root-buf = "clkbuf_16"
clk_pin_slew_ps = 60
postCtsSetupBuffers = 0
cts.sinks = 2048
cts_made_buffers = 208
htreeDepth = 4
ctsResizeCount = 0
cts_hold_buf = 0

[pwr]
p_per_area_mw_per_mm2 = 160
peakVddDrop_mv = 0.133
p_leak_nw = 34.0

[status]
status = "completed"

[yosys]
synth_cells = 4313
seq_area_frac_synth = 0.654
syn_area_mm2 = 0.0941
ys_types = 38
ys_ff = 2048
syn_area_per_cell_um2 = 21.8
synth_warnings = 1
synth_stat.cells = 4313
ys_area_mm2 = 0.0941

[worst_hold_path]
min-delay-start = "writeData[30]"
worstHoldPathType = "input port to register"

[placed_design]
gp_congestion = 0.864
dp_hpwl_mm = 161
io_buffers = 208
dp.cells = 7576
placed_area_mm2 = 0.101

[flow_run]
warning_count = 29
drv_cap = 0
per-stage QoR:
| step | power [mW] | hold WS, ps | setup WS [ps] |
|---|---|---|---|
| floorplan | 9.66 | 2320 | 5060 |
| CTS | 17.4 | 2130 | 2840 |
| global placement | 10.3 | 3050 | 2840 |
| detailed placement | 10.3 | 3040 | 2860 |
| global route | 17.8 | 2180 | 2700 |
| finish | 17.2 | 2200 | 2990 |
cells in the mapped netlist (all sizes together):
library cell  number  area, um2
edfxtp          2048      61500
mux4            1039      23400
mux2i            362       3620
buf              255       1480
a221oi            93        815
clkbuf            92        345
nand2             87        327
mux2              56        631
nor2              46        173
a32o              38        380
o22ai             38        238
a22o              33        289
o21a              22        165
nor2b             19        119
a22oi             18        135
a211oi             6       45.0
and2               5       31.3
nand3b             5       37.5
a2111oi            4       35.0
a211o              4       35.0
a21o               4       30.0
a21oi              4       20.0
a32oi              4       35.0
and3               4       25.0
nand2b             4       25.0
nor4               4       25.0
o221ai             4       35.0
o41ai              4       35.0
or3b               3       26.3
nand3              2       10.0
or2                2       12.5
or3                2       12.5
clkinv             1       3.75
nor3               1       5.00
final cells by class:
class / instances / share of cell area
inverter: 1 / 0.000104
sequential: 2048 / 0.571
timing repair buffer: 478 / 0.0407
multi-input combinational: 1917 / 0.289
antenna: 2 / 0.0000464
clock buffer: 257 / 0.0514
clock inverter: 123 / 0.0122
tap: 3132 / 0.0364
how the worst min path moves through the flow:
stage	end	slack [ps]	cells after the start
CTS	registers[17][63]$_DFFE_PP_	2130	2
global route	registers[5][40]$_DFFE_PP_	2180	2
finish	registers[13][30]$_DFFE_PP_	2200	2
routing by layer:
layer,global-route usage,vias up,part of all wire
met5,0.0129,-,0.0016
met3,0.229,539,0.20
li1,-,19904,-
met1,0.295,25186,0.30
met4,0.0672,26,0.034
met2,0.390,3758,0.47
cells by family (layout without fill, tap and decap cells):
family | count (synthesis) | count (layout) | share of synthesized area
DFF | 2048 | 2048 | 0.654
muxes | 1457 | 1457 | 0.294
buffers and inverters | 348 | 859 | 0.0194
AOI/OAI and AO/OA | 276 | 276 | 0.0244
and+or+nand+nor | 184 | 184 | 0.00880
other | 0 | 2 | 0
power breakdown:
group | total (mW) | switching, mW | internal (mW)
Clock | 7.09 | 2.98 | 4.11
Combinational | 1.51 | 0.805 | 0.701
Sequential | 8.64 | 0.0363 | 8.61
Total | 17.2 | 3.82 | 13.4
Power and IR drop assume default switching activity.
